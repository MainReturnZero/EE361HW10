--- /design/flow/run.sh ---
#!/bin/bash
# OpenROAD 26Q1-2900-gdf79404cd8, Yosys 0.63+post, stock flow scripts
make -C /OpenROAD-flow-scripts/flow DESIGN_CONFIG=/design/flow/config.mk WORK_HOME=/design/flow/orfs finish
--- /design/flow/constraint.sdc ---
current_design DMemory_IO

set clk_period 55.1
set clk_io_pct 0.2

create_clock -name clk0 -period $clk_period [get_ports {clock}]

set non_clock_inputs [all_inputs -no_clocks]
set_input_delay [expr $clk_period * $clk_io_pct] -clock clk0 $non_clock_inputs
set_output_delay [expr $clk_period * $clk_io_pct] -clock clk0 [all_outputs]
--- /design/flow/config.mk ---
export PLATFORM = sky130hd
export DESIGN_NAME = DMemory_IO
export DESIGN_NICKNAME = DMemory_IO
export VERILOG_FILES = /design/flow/design.v
export SDC_FILE = /design/flow/constraint.sdc
export NUM_CORES = 4
export LEC_CHECK = 1
export CORE_UTILIZATION = 40
--- /design/flow/design.v ---
module DMemory_IO(
		rdata,		 
		io_display,	 
		clock,		 
		addr,		 
		wdata,		 
		write,		 
		read,		 
		io_sw0,		 
		io_sw1		 
		);
output [15:0] rdata;
output [6:0] io_display;
input clock;
input [15:0] addr;
input [15:0] wdata;
input write;
input read;
input io_sw0;
input io_sw1;
reg [15:0] memcell[0:127];  
reg [15:0] rdata;
wire [15:0] mem_rdata;	 
wire [15:0] io_rdata;    
reg [6:0] io_display;  
assign mem_rdata = memcell[addr[7:1]];  
assign io_rdata = {14'd0,io_sw1,io_sw0};
always @(addr or mem_rdata or io_rdata or read)
	begin
	if (read == 0) rdata = 0;
	else  
		begin
		if (addr >= 0 && addr < 256) 	rdata = mem_rdata; 
		else if (addr == 16'hfff0) 		rdata = io_rdata;
		else rdata = 0;  
		end
	end
always @(posedge clock)
	if (write == 1 && addr == 16'hfffa) 
         io_display <= wdata[6:0];
always @(posedge clock)
	if (write == 1 && addr[15:8] == 0) memcell[addr[7:1]] <= wdata;
endmodule
module RegFile(
	rdata1,			 
	rdata2,			 
	clock,		
	wdata,			 
	waddr,			 
	raddr1,			 
	raddr2,			 
	write			 
	);			
output [15:0] rdata1, rdata2; 	
input clock;
input [15:0] wdata; 			
input [2:0] raddr1, raddr2; 	
input [2:0] waddr; 			
input write;					
reg [15:0] rdata1, rdata2;
reg [15:0] regcell[0:7];		 
always @(posedge clock) if (write==1) regcell[waddr]<=wdata;
always @(raddr1 or regcell[raddr1]) 
	if (raddr1 == 0) 	rdata1 = 0;
	else 				rdata1 = regcell[raddr1];
always @(raddr2 or regcell[raddr2]) 
	if (raddr2 == 0) 	rdata2 = 0;
	else 				rdata2 = regcell[raddr2];
endmodule
module ALU(
	result,			 
	zero_result,	 
	indata0,		 
	indata1,		 
	select			 
	);		
output [15:0] result;
output zero_result;
input [15:0] indata0, indata1;
input [2:0] select;
reg [15:0] result;
reg zero_result;
always @(indata0 or indata1 or select)
	case(select)
	0: result = indata0 + indata1;
	1: result = indata0 - indata1;
	2: result = (indata0 - indata1) >> 15;
	3: result = indata0 | indata1;
	4: result = indata0 & indata1;
	default: result = 0;
	endcase
always @(result)  
	if (result == 0) 	zero_result = 1;
	else 			  	zero_result = 0;
endmodule
module MUX2(
	result,		 
	indata0,	 
	indata1,	 
	select		 
	);	
output [15:0] result;
input [15:0] indata0, indata1;
input select;
reg [15:0] result;
always @(indata0 or indata1 or select)
	case(select)
	0: result = indata0;
	1: result = indata1;
	endcase
endmodule
module MUX4(
	result,		 
	indata0,	 
	indata1,	 
	indata2,	 
	indata3,	 
	select		 
	);	
output [15:0] result;
input [15:0] indata0, indata1, indata2, indata3;
input [1:0] select;
reg [15:0] result;
always @(indata0 or indata1 or indata2 or indata3 or select)
	case(select)
	0: result = indata0;
	1: result = indata1;
	2: result = indata2;
	3: result = indata3;
	endcase
endmodule
module SignExt(
	result,		 
	value		 
	);		
output [15:0] result;
input [6:0] value;
assign result = {{9{value[6]}},value };  
endmodule
==> insert_results.sql <==
-- physical implementation figures
INSERT INTO impl_metrics (metric_group, metric, value, unit) VALUES
('final_layout', 'finish.utilization', '0.460', ''),
('synth', 'yosys.stat.seqShare', '0.773', ''),
('clocking', 'tritoncts', 'yes', ''),
('clocking', 'cts.sink_count', '2055', ''),
('route', 'routed-via-count', '44200', ''),
('placement', 'place.port_buffers', '59', ''),
('clocking', 'clock-root-buffer', 'sky130_fd_sc_hd__clkbuf_16', ''),
('synth', 'syn_area', '0.0798', 'mm²'),
('clocking', 'clk_path_buf_depth', '3', ''),
('die', 'fp.coreArea', '0.198', 'mm²'),
('die', 'die_x', '449', 'µm'),
('synth', 'ys_ff', '2055', ''),
('clocking', 'cts.reportedPaths.clkPinSlew', '0.06', 'ns'),
('sta', 'worst-slew-pin-transition', '1.31', 'ns'),
('synth', 'avgSynthCellArea', '19.0', 'µm²'),
('worst_hold_path', 'hold_path_end', 'memcell[80][14]', ''),
('die', 'design.die.area', '0.201', 'mm²'),
('worst_setup_path', 'crit_path_frequent_cell', 'sky130_fd_sc_hd__buf_4', ''),
('worst_setup_path', 'worst-endpoint-required', '44.08', 'ns'),
('pwr', 'p_total', '3260', 'µW'),
('sta', 'setup_viol', '0', ''),
('synth', 'most_used_dff_post_synth', 'sky130_fd_sc_hd__edfxtp_1', ''),
('clocking', 'total_number_of_h_tree_levels', '4', ''),
('die', 'floorplan.core_util', '0.404', ''),
('placement', 'placer_s_final_routability_congestion_estimate', '1.03', ''),
('grt', 'grt_usage', '0.274', ''),
('worst_setup_path', 'timing.critical_path.cells', 'buf_8, buf_4, buf_4, buf_4, and2_2, buf_4, a22oi_1, a21oi_1, a221oi_1, o211ai_1, a2111oi_1, o22ai_1, clkdlybuf4s50_1', ''),
('clocking', 'hold_buf_cts', '0', ''),
('sta', 'finalWorstPathRequiredPeriod', '27.76', 'ns'),
('route', 'route.detailed.wl_per_inst', '34.5', 'µm'),
('grt', 'grt_max_degree', '85', ''),
('clocking', 'cts.repair_timing.setup_buffer_count', '0', ''),
('worst_setup_path', 'critPathKind', 'in -> out', ''),
('route', 'detail_route.vias_per_cell', '6.04', ''),
('synth', 'synthesized_chip_area_reported_by_yosys', '0.0798', 'mm²'),
('route', 'drcViolationCount', '0', ''),
('grt', 'grt_pass1_wl', '353', 'mm'),
('die', 'fp-row-count', '163', ''),
('route', 'finalWirelength', '252', 'mm'),
('grt', 'first_global_vias', '46000', ''),
('sta', 'rsz0062_at_grt', 'false', ''),
('placement', 'dp_hpwl', '154', 'mm'),
('worst_hold_path', 'min_path_type', 'in -> reg', ''),
('route', 'route.antenna.remaining_nets', '0', ''),
('synth', 'synth.lib_cells_used.distinct', '72', ''),
('worst_setup_path', 'crit_slowest_cell', 'sky130_fd_sc_hd__buf_4', ''),
('synth', 'netlist_instances', '4211', ''),
('die', 'die_height', '449', 'µm'),
('clocking', 'number_of_buffers_inserted_during_clock_tree_synthesis', '205', ''),
('worst_setup_path', 'startpoint_type', 'primary input', ''),
('sta', 'max_freq', '0.0360', 'GHz'),
('synth', 'synth_async_sr_flop_share', '0', ''),
('worst_setup_path', 'max_stage_delay', '0.64', 'ns'),
('clocking', 'cts_resized', '0', ''),
('worst_hold_path', 'worst_hold_startpoint', 'wdata[14]', ''),
('die', 'design.portCount', '60', ''),
('synth', 'enable_flop_cells', '2055', ''),
('pwr', 'power_density', '35.8', 'mW/mm²'),
('sta', 'post-route-period-util', '0.504', ''),
('worst_setup_path', 'arrival', '16.74', 'ns'),
('sta', 'finalMaxSlewViolations', '0', ''),
('job', 'max-cap-violations', '0', ''),
('status', 'run_status', 'finished, final reports clean', ''),
('grt', 'grt_antenna_before_repair', '14', ''),
('worst_setup_path', 'cp-end-kind', 'primary output', ''),
('final_layout', 'areaGrowthSynthToFinish', '14.0', '%'),
('route', 'drt-initial-drc-count', '3749', ''),
('job', 'tool_warnings', '26', ''),
('worst_setup_path', 'worst-path-max-fanout', '57', ''),
('final_layout', 'drive_gt1_frac', '0.208', ''),
('sta', 'worst_slew_slack_as_a_fraction_of_its_limit', '0.103', ''),
('final_layout', 'final_common_cell', 'sky130_fd_sc_hd__edfxtp_1', ''),
('synth', 'yosysCellCount', '4211', ''),
('sta', 'setup_tns', '0', 'ns'),
('synth', 'yosys_warnings', '1', ''),
('worst_hold_path', 'worstHoldPathCells', '1', ''),
('pwr', 'leakagePower', '0.0290', 'µW'),
('pwr', 'irDropWorstVdd', '0.0353', 'mV'),
('route', 'detailedRoute.firstPassIterationCount', '6', ''),
('sta', 'final_hold_viol_count', '0', ''),
('grt', 'gr-total-overflow', '0', ''),
('final_layout', 'final_layout_top_logic_cells', '2055 x sky130_fd_sc_hd__edfxtp_1, 316 x sky130_fd_sc_hd__buf_4, 257 x sky130_fd_sc_hd__mux2i_1', '');
critical path: cells and delay by family:
family                 cells  cell delay [ns]
AOI/OAI and AO/OA          6             1.62
buffers and inverters      6             3.31
and+or+nand+nor            1             0.58
kinds of logic after synthesis:
kind of cell	count (synthesis)	share of synthesized area
AOI/OAI and AO/OA	858	0.0798
muxes	577	0.104
DFF	2055	0.773
and+or+nand+nor	426	0.0220
buffers and inverters	295	0.0213
report_power, final:
part / total (µW) / switching [µW] / internal [µW]
clock network: 1360 / 596 / 761
logic: 185 / 134 / 50.9
registers: 1720 / 0.00943 / 1720
registers in the layout, summed over array words and instances (netlist names):
register / flops
io_display: 7
memcell: 2048
synth_stat cells, types with 9 or more instances:
| cell | instances | area (µm²) |
|---|---|---|
| sky130_fd_sc_hd__o21ai_0 | 110 | 551 |
| sky130_fd_sc_hd__a221o_1 | 34 | 340 |
| sky130_fd_sc_hd__mux2i_1 | 257 | 2570 |
| sky130_fd_sc_hd__buf_4 | 35 | 263 |
| sky130_fd_sc_hd__mux2_2 | 128 | 1440 |
| sky130_fd_sc_hd__nand2_1 | 125 | 469 |
| sky130_fd_sc_hd__a221oi_1 | 189 | 1660 |
| sky130_fd_sc_hd__a211oi_1 | 12 | 90.1 |
| sky130_fd_sc_hd__a22o_1 | 65 | 569 |
| sky130_fd_sc_hd__o22ai_1 | 119 | 744 |
| sky130_fd_sc_hd__buf_6 | 42 | 473 |
| sky130_fd_sc_hd__o221ai_1 | 22 | 193 |
| sky130_fd_sc_hd__buf_1 | 24 | 90.1 |
| sky130_fd_sc_hd__clkbuf_1 | 83 | 312 |
| sky130_fd_sc_hd__edfxtp_1 | 2055 | 61700 |
| sky130_fd_sc_hd__a22oi_1 | 103 | 773 |
| sky130_fd_sc_hd__o22a_1 | 10 | 87.6 |
| sky130_fd_sc_hd__nor3_1 | 9 | 45.0 |
| sky130_fd_sc_hd__mux4_2 | 177 | 3990 |
| sky130_fd_sc_hd__nor2b_1 | 11 | 68.8 |
| sky130_fd_sc_hd__a21oi_1 | 99 | 495 |
| sky130_fd_sc_hd__a31oi_1 | 11 | 68.8 |
| sky130_fd_sc_hd__nor2_1 | 238 | 893 |
| sky130_fd_sc_hd__buf_2 | 104 | 521 |
how the worst max path moves through the flow:
stage            from         to  slack [ns]  cells after the start
CTS           addr[1]  rdata[11]       27.50                     14
global route  addr[1]  rdata[11]       27.39                     14
finish        addr[1]  rdata[14]       27.34                     13
metal layers:
layer	global-route usage	wire length (µm)
met2	0.381	112000
met5	0.0225	764
met4	0.121	15400
met3	0.204	43800
met1	0.324	80200
area by class of cell:
cell class,count,area (µm²)
inverter,5,28.8
timing repair buffer,361,2850
fill,16400,107000
clock buffer,243,5270
antenna,6,15.0
sequential,2055,61700
clock inverter,142,1280
tap,2640,3300
multi-input combinational,1861,16600
per-stage QoR:
stage                     hold WS, ns  cells  instance area [µm²]  worst slack, ns
after floorplan                 11.12   4211                79800            31.33
after CTS                       10.56   7307                91000            27.50
after global placement          11.47   6922                84400            27.54
final                           10.61   7313                91000            27.34
after detailed placement        11.47   6922                84400            27.50
after global routing            10.59   7307                91000            27.39
Power and IR drop assume default switching activity.
