[./run.sh]
#!/bin/bash
# OpenROAD 26Q1-2900-gdf79404cd8, Yosys 0.63+post, stock flow scripts
make -C /OpenROAD-flow-scripts/flow DESIGN_CONFIG=/design/flow/config.mk WORK_HOME=/design/flow/orfs finish
[./config.mk]
export PLATFORM = sky130hd
export DESIGN_NAME = PCLogic
export DESIGN_NICKNAME = PCLogic
export VERILOG_FILES = /design/flow/design.v
export SDC_FILE = /design/flow/constraint.sdc
export NUM_CORES = 4
export LEC_CHECK = 1
export CORE_AREA = 10 10 102 102
export DIE_AREA = 0 0 112 112
[./constraint.sdc]
current_design PCLogic

set clk_period 7.0
set clk_io_pct 0.2

create_clock -name clk0 -period $clk_period

set non_clock_inputs [all_inputs -no_clocks]
set_input_delay [expr $clk_period * $clk_io_pct] -clock clk0 $non_clock_inputs
set_output_delay [expr $clk_period * $clk_io_pct] -clock clk0 [all_outputs]
[./design.v]
module PCLogic(
		pc_next,	 
		pc,		 
		signext1,	 
		branch,	 
		alu_zero,	 
		reset		 
		);
output [15:0] pc_next;
input [15:0] pc;
input [15:0] signext1;   
input branch;
input alu_zero;
input reset;
reg [15:0] pc_next; 
wire [15:0] shiftedsignext;
assign shiftedsignext = (signext1 << 1);
wire [15:0] branchresult;
assign branchresult = (pc+2 + shiftedsignext);
always @(pc or reset)
	begin
	if (reset==1) pc_next = 0;
	else if(branch & alu_zero)
        #10 pc_next = branchresult;
    else 
        #10 pc_next = pc+2;  
	end
endmodule
==> results.rst <==
Physical design figures
=======================

.. list-table::
   :header-rows: 1

   * - Metric
     - Value
   * - Yosys cell count
     - 162
   * - Share of the clock period used by the worst path after layout
     - 92.1%
   * - Max FO, Critical Path
     - 6
   * - Area share of the largest cell type after synthesis
     - 18.2%
   * - Number of warnings reported in the yosys synthesis log
     - 1
   * - Post-Synthesis Mean Instance Area
     - 6.80 µm²
   * - Post-cts repair resize count
     - 0
   * - Type of the tightest min-delay check
     - in2out
   * - Count of different cell masters after synthesis
     - 38
   * - Die outline area
     - 0.0125 mm²
   * - Number of buffers added for setup after CTS
     - 0
   * - Count of nets left with antenna violations after detail routing
     - 0
   * - Y dimension of the die
     - 112 µm
   * - GPL Wtd Cong
     - 0.869
   * - Share of final-layout standard cells stronger than drive strength 1
     - 1.45%
   * - Type of the setup path with the least slack
     - in2out
   * - Max-slew violation count
     - 0
   * - Via count of the first global-routing pass
     - 1339
   * - Arrival @ worst endpoint
     - 5050 ps
   * - Mean number of vias per cell
     - 4.18
   * - Shortest clock period the worst path allows after layout
     - 6450 ps
   * - Maximum vdd ir drop
     - 0.0156 mV
   * - Dominant cell type by area after synthesis
     - sky130_fd_sc_hd__ha_1
   * - Worst slew margin relative to its limit
     - 44.5%
   * - Cell Rows
     - 33
   * - Post-DP HPWL
     - 3840 µm
   * - Worst Slack Setup Final
     - 555 ps
   * - Number of diodes
     - 0
   * - DRT Wirelength
     - 4340 µm
   * - Growth of design area from synthesis to finish
     - 55.6%
   * - Number of maximum-capacitance violations
     - 0
   * - Run status
     - finished clean
   * - Post-Syn Area
     - 0.00110 mm²
   * - Core region area
     - 0.00822 mm²
   * - Worst slack after detailed placement
     - 557 ps
   * - Antenna violations before repair
     - 0
   * - Detailed-route wire length per cell
     - 13.9 µm
   * - Post-route DRC
     - 0
   * - Layout filler cell count
     - 899
   * - Highest achievable clock rate
     - 0.155 GHz
   * - Cell types with the highest counts after synthesis
     - 21 x sky130_fd_sc_hd__nand2_1, 16 x sky130_fd_sc_hd__ha_1, 13 x sky130_fd_sc_hd__nor2_1
   * - Detailed Routing Iterations Pass 1
     - 4
   * - Data required, critical path
     - 5600 ps
   * - First-pass GRT wire length
     - 7070 µm
   * - Layout sequential cell count
     - 0
   * - Floorplan utilization
     - 13.4%
   * - Synth Seq Share
     - 0%
   * - Pwr Density
     - 73.2 mW/mm²
   * - Final tally of hold violations
     - 0
   * - Instance count of the mapped netlist
     - 162
   * - 1st-iter DRT viols
     - 72
   * - All-layer global routing usage
     - 6.65%
   * - Total via count in the routed design
     - 1304
   * - Clock buffer count
     - 0
   * - Leakage component of the power
     - 0.641 nW
   * - Die Span X
     - 112 µm
   * - Register area
     - 0 µm²
   * - Pin count of the biggest net entering global routing
     - 21
   * - Grt ovf
     - 0
   * - Endpoint type of the worst setup path
     - primary output
   * - Total I/O pin count
     - 51
   * - Crit start category
     - input pin
   * - Total number of warnings across the stage logs
     - 34
   * - Number of port buffers
     - 50
   * - RSZ-0062 raised after global routing
     - false
   * - Leading cell types by total area after synthesis
     - sky130_fd_sc_hd__ha_1 18%, sky130_fd_sc_hd__xnor2_1 9.5%, sky130_fd_sc_hd__xor2_1 7.9%, sky130_fd_sc_hd__nand2_1 7.2%, sky130_fd_sc_hd__a21oi_1 5.4%
   * - Final setup violation count
     - 0
   * - Actual slew at the worst max-slew pin
     - 829 ps
   * - # hold bufs at CTS
     - 0
   * - Setup tns final
     - 0 ps
   * - Yosys stat chip area
     - 0.00110 mm²
   * - Most numerous cell in the Yosys netlist
     - sky130_fd_sc_hd__nand2_1
per-layer routing:
layer	wire [µm]	vias to the layer above	track usage (%)
met3	208	0	1.47
li1	-	700	-
met5	0	-	0
met2	2130	22	11.7
met1	2000	582	8.59
met4	0	0	0
final cells by class:
type,count,area (µm²),share of cell area (%)
tap,105,131,7.66
inverter,5,18.8,1.09
multi-input combinational,152,1060,62.1
timing repair buffer,50,500,29.2
worst max-delay path, stage by stage:
cell and delay (ps):
sky130_fd_sc_hd__clkdlybuf4s50_1 580, sky130_fd_sc_hd__ha_1 300, sky130_fd_sc_hd__inv_1 60, sky130_fd_sc_hd__nor3_1 260, sky130_fd_sc_hd__nand2_1 110, sky130_fd_sc_hd__xnor2_1 260, sky130_fd_sc_hd__ha_1 360, sky130_fd_sc_hd__a21o_1 200
sky130_fd_sc_hd__a21o_1 170, sky130_fd_sc_hd__a221o_1 330, sky130_fd_sc_hd__a31oi_1 220, sky130_fd_sc_hd__nor4_1 70, sky130_fd_sc_hd__a221o_1 300, sky130_fd_sc_hd__clkdlybuf4s50_1 420
cells by family (layout without fill, tap and decap cells):
group | after synthesis | count (layout) | share of synthesized area (%)
AOI/OAI and AO/OA | 45 | 45 | 27.9
xor gates and xnor gates | 22 | 22 | 17.5
muxes | 1 | 1 | 0.908
adders and majority gates | 17 | 17 | 20.0
and+or+nand+nor | 67 | 67 | 30.3
buffers and inverters | 10 | 55 | 3.40
worst paths after layout:
path / cells after the start / startpoint / slack [ps] / to
min: 3 / pc[0] / 3700 / pc_next[0]
max: 14 / pc[1] / 550 / pc_next[14]
per-stage QoR:
stage	std cells	utilization, %	hold WS [ps]	total power, mW	area [µm²]
after floorplan	162	-	2830	0.0705	1100
after global placement	312	20.9	3720	0.126	1720
after detailed placement	312	20.9	3710	0.126	1720
after CTS	312	20.9	3720	0.127	1720
after global routing	312	20.9	3780	0.141	1720
final	312	20.9	3700	0.126	1720
cell usage in the layout, fill, tap and decap left out, types with 2 or more instances in the layout:
cell type and n:
sky130_fd_sc_hd__inv_1 5, sky130_fd_sc_hd__a21o_1 5, sky130_fd_sc_hd__a31oi_1 2, sky130_fd_sc_hd__nand2_1 21
sky130_fd_sc_hd__a21oi_1 12, sky130_fd_sc_hd__o21ai_0 5, sky130_fd_sc_hd__clkdlybuf4s50_1 50, sky130_fd_sc_hd__xor2_1 10
sky130_fd_sc_hd__nor3_1 5, sky130_fd_sc_hd__a221o_1 3, sky130_fd_sc_hd__o21bai_1 2, sky130_fd_sc_hd__a211oi_1 8
sky130_fd_sc_hd__nand3_1 5, sky130_fd_sc_hd__nor4_1 5, sky130_fd_sc_hd__nor2_1 13, sky130_fd_sc_hd__nor3b_1 3
sky130_fd_sc_hd__o21a_1 2, sky130_fd_sc_hd__xnor2_1 12, sky130_fd_sc_hd__ha_1 16, sky130_fd_sc_hd__nand4_1 6
where the power goes:
part	internal (mW)	total (mW)	switching [mW]
clock	0	0	0
combinational	0.0658	0.126	0.0599
sequential	0	0	0
No activity file was given, so power comes from the tool's default toggle rates.
